--- ./config.mk ---
export PLATFORM = sky130hd
export DESIGN_NAME = sys
export DESIGN_NICKNAME = sys
export VERILOG_FILES = /design/flow/design.v
export SDC_FILE = /design/flow/constraint.sdc
export NUM_CORES = 4
export LEC_CHECK = 1
export CORE_UTILIZATION = 50
--- ./design.v ---
module arb (
	clk,
	reset,
	addr_a,
	din_a,
	dout_a,
	req_a,
	wr_a,
	rdy_a,
	addr_m,
	din_m,
	dout_m,
	req_m,
	wr_m,
	rdy_m
);
input			clk, reset;
input	[255:0]	addr_a;
output	[255:0] din_a;
input	[255:0] dout_a;
input	[3:0]	req_a;
input	[3:0]	wr_a;
output	reg [3:0]	rdy_a;
output	reg [63:0]	addr_m;
input	[63:0]	din_m;
output	reg [63:0]	dout_m;
output	reg		req_m;
output	reg		wr_m;
input			rdy_m;
reg		[1:0]	current;
reg		[1:0]	last;
reg				working;
wire	[3:0]	shfand;
always @(posedge clk) begin
	if(reset == 1'b1) begin
		current <= 2'b00;
		last	<= 2'b11;
		working	<= 1'b0;
	end
	else if (working == 1'b0) begin
		if (((1 << ((last + 1) % 4)) & req_a) != 0) begin
			current <= (last + 1) % 4;
			working <= 1'b1;
		end
		else if (((1 << ((last + 2) % 4)) & req_a) != 0) begin
			current <= (last + 2) % 4;
			working <= 1'b1;
		end
		else if (((1 << ((last + 3) % 4)) & req_a) != 0) begin
			current <= (last + 3) % 4;
			working <= 1'b1;
		end
		else if (((1 << ((last + 4) % 4)) & req_a) != 0) begin
			current <= (last + 4) % 4;
			working <= 1'b1;
		end
	end
	else if (rdy_m == 1'b1) begin
		last 	<= current;
		working <= 1'b0;
	end
end
always @(posedge clk) begin
    if(working != 1'b1) begin
        req_m   = 1'b0;
        rdy_a   = 4'b0000;
        wr_m    = 1'b0;
    end
	else if (current == 2'b00) begin
		rdy_a 	= rdy_m ? 4'b0001 : 4'b0000; 
		addr_m 	= addr_a[063:000];
		dout_m	= dout_a[063:000];
		req_m	= req_a[0];
		wr_m	= wr_a[0];
	end
	else if (current == 2'b01) begin
		rdy_a 	= rdy_m ? 4'b0010 : 4'b0000; 
		addr_m 	= addr_a[127:064];
		dout_m	= dout_a[127:064];
		req_m	= req_a[1];
		wr_m	= wr_a[1];
	end
	else if (current == 2'b10) begin
		rdy_a 	= rdy_m ? 4'b0100 : 4'b0000; 
		addr_m 	= addr_a[191:128];
		dout_m	= dout_a[191:128];
		req_m	= req_a[2];
		wr_m	= wr_a[2];
	end
	else if (current == 2'b11) begin
		rdy_a 	= rdy_m ? 4'b1000 : 4'b0000; 
		addr_m 	= addr_a[255:192];
		dout_m	= dout_a[255:192];
		req_m	= req_a[3];
		wr_m	= wr_a[3];
	end		
end
assign din_a[255:192] = din_m;
assign din_a[191:128] = din_m;
assign din_a[127:064] = din_m;
assign din_a[063:000] = din_m;
endmodule
module gups(
    clk,
    reset,
    address,
    data_in,
    dout,
    req,
    wr,
    ready,
    seed,
    range
);
input           clk, reset;
input   [63:0]  data_in;
output  [63:0]  dout;
output  [63:0]  address;
input   [63:0]  seed;
output          req;
output          wr;
input           ready;
input   [63:0]  range;
reg             write;
reg     [63:0]  data_out;
reg             request;
reg     [63:0]  addr;
reg     [31:0]  mask;
reg     [2:0]   count;
reg     [63:0]  data;
always @(posedge clk) begin
    if(reset == 1'b1) begin
        addr  <= seed;
        mask  <= 32'b1010_0001_1110_0110_0010_1011_1011_1000;
        count <= 3'b000;
        request <= 1'b0;
    end
    else if (count < 3'b100) begin
        addr  <= {addr[47:0], addr[63:48]^mask[15:0]};
        mask  <= {mask[30:0], mask[31]};
        count <= count + 1;
    end 
    if(count == 3'b100 && request == 1'b0) begin
        request <= 1'b1;
        write   <= 1'b0;
    end
    if(ready == 1'b1 && write == 1'b0) begin
        data_out <= data_in + 1;
        write    <= 1'b1;
    end
    if(ready == 1'b1 && write == 1'b1) begin
        request <= 1'b0;
        count   <= 2'b00;
    end
end 
assign req      = request;
assign dout     = data_out;
assign address  = addr & range;
assign wr       = write;
endmodule
module sys (
	clk,
	reset,
	addr,
	din,
	dout,
	req,
	wr,
	rdy,
	seed0,
	seed1,
	seed2,
	seed3,
	range
);
input           clk, reset;
input   [63:0]  din;
output  [63:0]  dout;
output  [63:0]  addr;
input   [63:0]  seed0, seed1, seed2, seed3;
output          req;
output          wr;
input           rdy;
input   [63:0]  range;
wire	[255:0]	addr_a;
wire	[255:0] din_a;
wire	[255:0] dout_a;
wire	[3:0]	req_a;
wire	[3:0]	wr_a;
wire	[3:0]	rdy_a;
arb arbiter(clk, reset, addr_a, din_a, dout_a, req_a, wr_a,
	rdy_a, addr, din, dout,req, wr, rdy);
gups g0(clk, reset, addr_a[063:000], din_a[063:000], dout_a[063:000],
	req_a[0], wr_a[0], rdy_a[0], seed0, range);
gups g1(clk, reset, addr_a[127:064], din_a[127:064], dout_a[127:064],
	req_a[1], wr_a[1], rdy_a[1], seed1, range);
gups g2(clk, reset, addr_a[191:128], din_a[191:128], dout_a[191:128],
	req_a[2], wr_a[2], rdy_a[2], seed2, range);
gups g3(clk, reset, addr_a[255:192], din_a[255:192], dout_a[255:192],
	req_a[3], wr_a[3], rdy_a[3], seed3, range);
endmodule
--- ./run.sh ---
#!/bin/bash
# OpenROAD 26Q1-2900-gdf79404cd8, Yosys 0.63+post, stock flow scripts
make -C /OpenROAD-flow-scripts/flow DESIGN_CONFIG=/design/flow/config.mk WORK_HOME=/design/flow/orfs finish
--- ./constraint.sdc ---
current_design sys

set clk_period 15.8
set clk_io_pct 0.2

create_clock -name clk0 -period $clk_period [get_ports {clk}]

set non_clock_inputs [all_inputs -no_clocks]
set_input_delay [expr $clk_period * $clk_io_pct] -clock clk0 $non_clock_inputs
set_output_delay [expr $clk_period * $clk_io_pct] -clock clk0 [all_outputs]
==> run notes <==
Numbers from the implementation run.

In the layout the commonest cells are sky130_fd_sc_hd__edfxtp_1, sky130_fd_sc_hd__clkdlybuf4s50_1, sky130_fd_sc_hd__mux2_2. The overall die area is ~67,000 µm². The kind of end point of the critical path is a register.

Endpoints with negative setup slack in the final report add up to 0. Once the clock tree was built, the setup fixing pass inserted 0 buffers. Per the hold report, the tightest min-delay path originates at g2.mask[21]. The cell count after placement is around 3,400.

The first global-routing pass estimated 122,800 µm of wire. The number of synthesized register bits is 799. The number of logged tool warnings is 36.

The peak ir drop on the vdd network is 96.98 µV. The worst setup path is of the input port to register kind. The total of fill cells in the finished design is 4,607. For this design, Yosys synthesis ends with a cell count of 2,055. The arrival time of data at the worst endpoint is listed as 6.08 ns.

Per STA, the highest per-stage delay on the worst path measures between 0.6 and 0.7 ns. The count of pins over their slew limit is 0. The count of hold-fix buffers inserted at cts is 0. Across all checked pins, the minimum headroom to the slew limit is 0.4477. Looking at the clock tree report, the root buffer type is sky130_fd_sc_hd__clkbuf_16. The initial utilization of the core area, before any placement, comes to 0.5051. STA lists the maximum fanout along the critical path as 107. The total global routing overflow is 0.

The maximum operating frequency is between 0.15 and 0.2 GHz. The script logs the mean routed wire length per placed instance as 23.50 µm. The core area is 65,750 µm².

Checking hold timing, the worst path is listed with class register to register. After its last routability iteration, the placer logged a weighted congestion of about 0.9. The fraction of final layout cells sized beyond drive strength 1 is 0.1818. The clock tree from TritonCTS is done. The cell area reported after detailed placement is 39,350 µm². Summing all non-filler instances in the final layout gives an area of 42,050 µm². In the final run the clock tree shows a worst skew of roughly 0.022 ns. The report lists the number of cells resized after CTS as 0.

The sum of negative setup slack is 0 ns. The layout overhead on the synthesized area is 26.60%. The flow reported a cell area power density of about 140 nW/µm². The proportion of synthesized chip area in sequential cells is 0.6745. The signal on the critical path passes through buf_8, clkinv_2, buf_4, nand2_4, buf_4.

The hold slack is about 0.47 ns. The number of instances in the synthesized netlist is between 2,000 and 2,500. The startpoint type of the worst setup path is an input port. For this run, the number of Yosys warnings is 2. The placement report lists the number of port buffers as 516.

At the placement stage, the worst setup path has a slack of 9.294 ns. The flow ran to the end, and the final reports show no timing, DRC or antenna violations. The number of global-route vias before repair is roughly 20,000. The post-synth design cell area is 33,210 µm². The total design power is 5.700 mW. The final tally of hold violations is 0. The number of buffers added by the clock tree synthesis step is 85.

The via count of the routed design is around 19,000. The cell with the largest stage delay on the worst path is sky130_fd_sc_hd__clkinv_2. After clock tree synthesis, the clock-pin slew on the worst setup and hold paths is 0.06 ns. The library cell used most frequently in the layout, excluding fill and tap cells, is sky130_fd_sc_hd__edfxtp_1.

The clock tree synthesis step divided the H-tree into 3 levels. The placed wire-length estimate is 56,300 µm. The OpenROAD report gives the critical path a required time of 16.05 ns.

Among the stages of the critical path, the cell type that occurs most often is sky130_fd_sc_hd__buf_4. The initialized floorplan defines 94 standard-cell rows. The non-filler instance count after layout is 3,532. The critical path in the final layout is reported with a setup slack of 9.967 ns. The startpoint of the worst-slack reg-to-reg timing path is arbiter.current[1]. The pre-antenna-repair detailed-routing pass consisted of 5 iterations. In the routed layout, each cell is associated on average with a via count of 5.419.

The initial DRC count is 1,169. In this run the maximum-capacitance check reported violations numbering 0. The number of remaining DRC errors is 0. The clock sink count is ~800. The transition time of the tightest slew-check pin is 0.8267 ns. The gate-level netlist out of Yosys references 41 unique cell types. The count of antenna-violating nets left after detailed routing is 0. The largest net degree at the start of global routing is 108.

The chip area from the yosys synthesis statistics is ~33,000 µm². The worst path needs 5.833 ns of the cycle, external delays included. Tracing the worst setup path back leads to its startpoint at reset. The initial antenna violation count is roughly 40. The latest clock arrival within the worst-skew pair is 0.62 ns. The number of top-level pins is 517.

The power report puts the leakage power at 14.40 nW. The horizontal die dimension is 259.7 µm. Post-route period utilization is reported as 0.3692.

The mean post-synth cell area is 16.16 µm². The maximum count of clock buffers along a single path is 3. The finished layout reports a core utilization of 0.6395.

Setup repair after global routing left no endpoint under its margin. The vertical die size is between 200 and 300 µm. Total global-route track usage over all layers is 0.2729.

The aggregate routed wire length is 83,000 µm.
[Yosys cell counts]
cell                        instances  area, µm²
sky130_fd_sc_hd__a21oi_1           15      75.07
sky130_fd_sc_hd__a221oi_1           3      26.28
sky130_fd_sc_hd__a22o_1             2      17.52
sky130_fd_sc_hd__a22oi_1            4      30.03
sky130_fd_sc_hd__a41oi_1            1      8.760
sky130_fd_sc_hd__and2_1            71      444.2
sky130_fd_sc_hd__and3_1             9      56.30
sky130_fd_sc_hd__and4_1             7      61.31
sky130_fd_sc_hd__and4b_1            1      10.01
sky130_fd_sc_hd__buf_1             23      86.33
sky130_fd_sc_hd__buf_2             29      145.1
sky130_fd_sc_hd__clkbuf_1          48      180.2
sky130_fd_sc_hd__clkbuf_2           1      5.000
sky130_fd_sc_hd__dfxtp_1          159       3183
sky130_fd_sc_hd__edfxtp_1         640      19220
sky130_fd_sc_hd__ha_1              13      162.7
sky130_fd_sc_hd__inv_1             18      67.56
sky130_fd_sc_hd__inv_2              1      3.750
sky130_fd_sc_hd__mux2_2           192       2162
sky130_fd_sc_hd__mux2i_1          132       1321
sky130_fd_sc_hd__mux4_2           130       2928
sky130_fd_sc_hd__nand2_1          174      653.1
sky130_fd_sc_hd__nand3_1           25      125.1
sky130_fd_sc_hd__nand4_1           20      125.1
sky130_fd_sc_hd__nand4_2            3      37.54
sky130_fd_sc_hd__nand4bb_1          1      11.26
sky130_fd_sc_hd__nor2_1           111      416.7
sky130_fd_sc_hd__nor2b_1            4      25.02
sky130_fd_sc_hd__nor3_1            11      55.05
sky130_fd_sc_hd__nor3_2             2      20.02
sky130_fd_sc_hd__nor3b_1            1      7.510
sky130_fd_sc_hd__nor4_1             1      6.260
sky130_fd_sc_hd__nor4_4             1      21.27
sky130_fd_sc_hd__o211a_1            1      10.01
sky130_fd_sc_hd__o211ai_1           1      7.510
sky130_fd_sc_hd__o21ai_0           66      330.3
sky130_fd_sc_hd__o22ai_1            1      6.260
sky130_fd_sc_hd__or2_2              1      6.260
sky130_fd_sc_hd__or3_1              1      6.260
sky130_fd_sc_hd__xnor2_1          105      919.6
sky130_fd_sc_hd__xor2_1            26      227.7
[kinds of logic after synthesis]
logic type / count (synthesis) / synth area share
XOR/XNOR: 131 / 0.03455
AND-OR/OR-AND: 94 / 0.01541
buffers and inverters: 120 / 0.01469
AND/OR/NAND/NOR: 444 / 0.06288
adder cells (fa/ha/maj): 13 / 0.004898
flip-flops: 799 / 0.6745
multiplexers: 454 / 0.1930
[worst max-delay path: cells and delay by family]
kind          cells  cell delay, ns
simple gates      1            0.49
buf+inv           4            2.22
[power by group]
group | switching [mW] | internal, mW | total, mW
Sequential | 0.193 | 2.63 | 2.83
Combinational | 0.404 | 0.551 | 0.955
Clock | 0.794 | 1.12 | 1.92
Total | 1.39 | 4.31 | 5.70
[cell type report]
class | count | area [µm²] | share of cell area
flip-flops and latches | 799 | 22420 | 0.5332
multi-input cells | 1136 | 10380 | 0.2469
repair buffers | 544 | 5393 | 0.1283
clock buffers | 111 | 2267 | 0.05392
well taps | 864 | 1081 | 0.02571
clock inverters | 48 | 405.4 | 0.009642
inverters | 19 | 72.57 | 0.001726
diodes | 11 | 27.53 | 0.0006547
[layer usage]
| layer | track usage | wire length (µm) | vias to the layer above |
|---|---|---|---|
| li1 | - | - | 8881 |
| met1 | 0.4011 | 30520 | 9277 |
| met2 | 0.4019 | 40310 | 759 |
| met3 | 0.1414 | 9928 | 163 |
| met4 | 0.05458 | 1850 | 60 |
| met5 | 0 | 392 | - |
[flip-flops by register name (all words and copies together) (netlist names), 64 cells and up]
signal and cells:
g2.addr 64, g3.data_out 64, g3.addr 64, arbiter.dout_m 64, g0.addr 64, g1.addr 64
g2.data_out 64, arbiter.addr_m 64, g0.data_out 64, g1.data_out 64
[worst paths after layout]
| kind | to | slack, ns | depth (start not counted) |
|---|---|---|---|
| worst max register to register | arbiter.addr_m[30] | 12.87 | 4 |
| worst min register to register | g2.mask[22] | 0.47 | 2 |
| worst min-delay path | g2.mask[22] | 0.47 | 2 |
| worst max-delay path | g1.addr[31] | 9.97 | 5 |
Power figures rest on the tool's default switching activity, not on a simulated workload.
